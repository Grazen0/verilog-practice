<file path="flow/config.mk">
export PLATFORM = sky130hd
export DESIGN_NAME = barrel_shifter
export DESIGN_NICKNAME = barrel_shifter
export VERILOG_FILES = /design/flow/design.v
export SDC_FILE = /design/flow/constraint.sdc
export NUM_CORES = 4
export LEC_CHECK = 1
export CORE_UTILIZATION = 40
</file>
<file path="flow/constraint.sdc">
current_design barrel_shifter

set clk_period 6.0
set clk_io_pct 0.2

create_clock -name clk0 -period $clk_period

set non_clock_inputs [all_inputs -no_clocks]
set_input_delay [expr $clk_period * $clk_io_pct] -clock clk0 $non_clock_inputs
set_output_delay [expr $clk_period * $clk_io_pct] -clock clk0 [all_outputs]
</file>
<file path="flow/design.v">
module barrel_shifter #(
    parameter WIDTH = 32
) (
    input wire [WIDTH-1:0] in,
    input wire [$clog2(WIDTH)-1:0] shift,
    input wire dir,
    output reg [WIDTH-1:0] out
);
    integer i;
    reg [WIDTH-1:0] stage[0:$clog2(WIDTH)];
    always @(*) begin
        stage[0] = in;
        for (i = 0; i < $clog2(WIDTH); i = i + 1) begin
            if (shift[i]) begin
                if (dir) begin
                    stage[i+1] = stage[i] >> (1 << i);
                end else begin
                    stage[i+1] = stage[i] << (1 << i);
                end
            end else begin
                stage[i+1] = stage[i];
            end
        end
        out = stage[$clog2(WIDTH)];
    end
endmodule
</file>
<file path="flow/run.sh">
#!/bin/bash
# OpenROAD 26Q1-2900-gdf79404cd8, Yosys 0.63+post, stock flow scripts
make -C /OpenROAD-flow-scripts/flow DESIGN_CONFIG=/design/flow/config.mk WORK_HOME=/design/flow/orfs finish
</file>
==> flow_summary.yaml <==
# generated from flow reports
yosys:
  yosys_cells: 640
  synth_cell_type_count: 67
  syn-instance-count: 640
  ys_warn_count: 2
  synth-area-yosys_um2: 4180
  postSynthSeqShare_pct: 0
  postSynthAreaPerCell_um2: 6.54
  syn-cell-area_um2: 4180
grt:
  grt_pass1_vias: 5300
  grt_util_met2_pct: 59.0
  grt_pass1_wl_mm: 32.2
  grtUsageMet3_pct: 6.89
  grt_max_degree: 69
  grt.total_usage_pct: 38.6
  antenna_found_initial: 0
  grt.overflow.total: 0
  grt-busiest-layer: "met2"
  use_met1_pct: 52.0
layout:
  area_growth_pct: 16.2
  fill_cells: 1048
  nFlopsAndLatches: 0
  comb_area_um2: 3770
  clkbuf_count: 0
  seq_area_um2: 0
  drive_above_1_share_pct: 9.42
detailed_routing:
  num_antenna_cells: 0
  firstDrtPassIters: 6
  drc: 0
  drtAntennaViolNets: 0
  drt_iter0_markers: 545
  wire_per_inst_um: 26.1
  wirelength_mm: 21.0
  via_count: 5737
  viasPerCell: 7.15
worst_setup_path:
  critPathArrivalTime_ns: 4.09
  cp.required_ns: 4.80
  end_kind: "output pin"
  cp_max_fo: 68
  critPathLaunchType: "input pin"
  worstSetupPathType: "input pin to output pin"
clock_tree:
  cts_hold_buf: 0
  cts.repair.resized: 0
  cts_setup_buffers: 0
floorplanning:
  dieArea_um2: 10900
  rows: 36
  coreArea_um2: 9950
  io_pins: 70
  initCoreUtil_pct: 42.0
  die_h_um: 104
  dieWidth_um: 104
sta:
  report.final.slew_viol_count: 0
  min_period_ns: 5.29
  rsz0062_at_grt: "false"
  tightest_slew_ns: 0.825
  final.setup.tns_ns: 0
  setup-violations-final: 0
  slew_headroom_pct: 45.0
  timing.final.ws_setup_ns: 0.713
  max_clock_freq_mhz: 189
  hold_violations: 0
  period_used_pct: 88.1
job:
  cap_violations: 0
  warning_count: 32
hold_path:
  whs_path_depth: 4
  min_path_type: "input pin to output pin"
power_and_ir_drop:
  vdd_drop_max_mv: 0.0688
  power_density_nw_per_um2: 96.8
  leakage_nw: 1.81
placement:
  post-dp-hpwl_mm: 15.6
  post-place-ws_ns: 0.771
  routabilityCongestion: 1.08
  port_buffers: 70
run_status:
  status: "complete, no violations"
[stage by stage]
step           std cells  instance area [um2]  power, mW  utilization, %  hold slack (ns)
2_1_floorplan        640                 4180      0.272               -             2.62
3_3_place_gp         802                 4860      0.459            48.8             3.36
3_5_place_dp         802                 4860      0.454            48.8             3.36
4_1_cts              802                 4860      0.457            48.8             3.37
5_1_grt              802                 4860      0.498            48.8             3.43
6_report             802                 4860      0.471            48.8             3.39
[critical path, cell delays in order]
cell             delay [ns]
buf_4                  0.60
buf_12                 0.31
mux2i_1                0.24
nor2_1                 0.12
o41ai_1                0.71
nor3_1                 0.13
a21oi_1                0.15
o22ai_1                0.11
clkdlybuf4s50_1        0.44
[worst paths after layout]
path  startpoint       to  slack (ns)
max     shift[0]   out[5]        0.71
min          dir  out[12]        3.39
[where the power goes]
group	switching, mW	internal, mW	leakage (nW)
sequential	0	0	0
clock	0	0	0
combinational	0.282	0.188	1.81
[cell usage after synthesis (5+ instances only)]
| library cell | count | area (um2) |
|---|---|---|
| nor2_1 | 98 | 368 |
| mux2i_1 | 71 | 711 |
| nand2_1 | 47 | 176 |
| a21oi_1 | 44 | 220 |
| o21ai_0 | 35 | 175 |
| nor3_1 | 32 | 160 |
| a211oi_1 | 28 | 210 |
| clkbuf_1 | 28 | 105 |
| o22ai_1 | 21 | 131 |
| buf_2 | 20 | 100 |
| o211ai_1 | 17 | 128 |
| a211oi_2 | 15 | 188 |
| a211o_1 | 14 | 123 |
| o31ai_1 | 12 | 90.1 |
| nand2b_1 | 10 | 62.6 |
| nand3_1 | 10 | 50.1 |
| a31oi_1 | 9 | 56.3 |
| buf_4 | 9 | 67.6 |
| a21o_1 | 6 | 45.0 |
| a22oi_1 | 6 | 45.0 |
| buf_6 | 6 | 67.6 |
| inv_1 | 6 | 22.5 |
| mux4_2 | 6 | 135 |
| mux2_2 | 5 | 56.3 |
| nor2b_1 | 5 | 31.3 |
| o32ai_1 | 5 | 43.8 |
[placed cells by master (no fill, tap or decap), types with 21 or more instances in the layout]
cell type,synthesis,layout
a211oi_1,28,28
mux2i_1,71,71
buf_4,9,26
clkdlybuf4s50_1,0,66
nor2_1,98,98
o21ai_0,35,35
nand2_1,47,47
nor3_1,32,32
o22ai_1,21,21
a21oi_1,44,44
[logic make-up after synthesis]
group | count (synthesis) | synth area share (%)
buf+inv | 75 | 9.75
compound gates | 255 | 44.0
mux | 83 | 21.8
simple gates | 227 | 24.4
[per-layer routing]
metal  routed length, um  vias to the layer above
met4                1340                        0
li1                    -                     2549
met2                9190                      433
met1                8140                     2673
met5                   0                        -
met3                2300                       82
[layout make-up]
| cell class | instances | share of cell area (%) |
|---|---|---|
| inverter | 9 | 0.695 |
| multi-input combinational | 565 | 77.7 |
| timing repair buffer | 95 | 18.2 |
| tap | 133 | 3.42 |
Power is estimated from default activity; no workload was simulated.
