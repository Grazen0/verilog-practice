==> /design/flow/design.v <==
module fp_align #(
    parameter P = 23
) (
    input wire clk,
    input wire rst_n,
    input wire valid_in,
    input wire ready_out,
    input wire [P-1:0] mant_a,
    input wire [7:0] exp_a,
    input wire [P-1:0] mant_b,
    input wire [7:0] exp_b,
    input wire sign_a,
    input wire sign_b,
    output reg valid_out,
    output wire ready_in,
    output reg [P+3:0] mant_a_aligned,
    output reg [P+3:0] mant_b_aligned,
    output reg [7:0] bigger_exp,
    output reg sign_a_aligned,
    output reg sign_b_aligned,
    input  wire round_mode_in,
    output reg  round_mode_out
);
  assign ready_in = ready_out;
  reg [P+3:0] mant_a_aligned_next, mant_b_aligned_next;
  reg [7:0] bigger_exp_next;
  reg sign_a_aligned_next, sign_b_aligned_next, round_mode_out_next;
  wire signed [8:0] exp_diff = exp_a - exp_b;
  wire [P:0] mant_a_full = exp_a == 0 ? {1'b0, mant_a} : {1'b1, mant_a};
  wire [P:0] mant_b_full = exp_b == 0 ? {1'b0, mant_b} : {1'b1, mant_b};
  always @(*) begin
    if (valid_in && ready_in) begin
      sign_a_aligned_next = sign_a;
      sign_b_aligned_next = sign_b;
      round_mode_out_next = round_mode_in;
      if (exp_diff >= 0) begin
        bigger_exp_next = exp_a;
        mant_a_aligned_next = {mant_a_full, 3'b000};
        mant_b_aligned_next = {mant_b_full, 3'b000} >> exp_diff[7:0];
      end else begin
        bigger_exp_next = exp_b;
        mant_a_aligned_next = {mant_a_full, 3'b000} >> -exp_diff[7:0];
        mant_b_aligned_next = {mant_b_full, 3'b000};
      end
    end else begin
      bigger_exp_next = bigger_exp;
      mant_a_aligned_next = mant_a_aligned;
      mant_b_aligned_next = mant_b_aligned;
      sign_a_aligned_next = sign_a_aligned;
      sign_b_aligned_next = sign_b_aligned;
      round_mode_out_next = round_mode_out;
    end
  end
  always @(posedge clk or negedge rst_n) begin
    if (!rst_n) begin
      mant_a_aligned <= {(P + 4) {1'b0}};
      mant_b_aligned <= {(P + 4) {1'b0}};
      bigger_exp     <= 8'b0;
      sign_a_aligned <= 1'b0;
      sign_b_aligned <= 1'b0;
      valid_out      <= 1'b0;
      round_mode_out <= 1'b0;
    end else begin
      mant_a_aligned <= mant_a_aligned_next;
      mant_b_aligned <= mant_b_aligned_next;
      bigger_exp <= bigger_exp_next;
      sign_a_aligned <= sign_a_aligned_next;
      sign_b_aligned <= sign_b_aligned_next;
      valid_out <= !ready_out ? valid_out : valid_in;
      round_mode_out <= round_mode_out_next;
    end
  end
endmodule
module fp_addsub #(
    parameter P = 23
) (
    input wire clk,
    input wire rst_n,
    input wire valid_in,
    input wire ready_out,
    input wire [P+3:0] mant_a_aligned,
    input wire [P+3:0] mant_b_aligned,
    input wire sign_a,
    input wire sign_b,
    output reg valid_out,
    output wire ready_in,
    output reg [P+3:0] sum,
    output reg carry_out,
    output reg sign_out,
    input wire [7:0] exp_in,
    output reg [7:0] exp_out,
    input wire round_mode_in,
    output reg round_mode_out
);
  assign ready_in = ready_out;
  reg [P+3:0] sum_next;
  reg carry_out_next, sign_out_next;
  reg [P+3:0] mant_big, mant_small;
  reg sign_big;
  reg [7:0] exp_out_next;
  reg round_mode_out_next;
  always @(*) begin
    if (valid_in && ready_in) begin
      exp_out_next = exp_in;
      round_mode_out_next = round_mode_in;
      if (mant_a_aligned >= mant_b_aligned) begin
        mant_big   = mant_a_aligned;
        mant_small = mant_b_aligned;
        sign_big   = sign_a;
      end else begin
        mant_big   = mant_b_aligned;
        mant_small = mant_a_aligned;
        sign_big   = sign_b;
      end
      if (sign_a == sign_b) begin
        {carry_out_next, sum_next} = mant_a_aligned + mant_b_aligned;
        sign_out_next = sign_a;
      end else begin
        sum_next = mant_big - mant_small;
        carry_out_next = 1'b0;
        sign_out_next = sign_big;
      end
    end else begin
      sum_next = sum;
      carry_out_next = carry_out;
      sign_out_next = sign_out;
      exp_out_next = exp_out;
      round_mode_out_next = round_mode_out;
    end
  end
  always @(posedge clk or negedge rst_n) begin
    if (!rst_n) begin
      sum            <= {(P + 3) {1'b0}};
      carry_out      <= 1'b0;
      sign_out       <= 1'b0;
      valid_out      <= 1'b0;
      exp_out        <= 8'b0;
      round_mode_out <= 1'b0;
    end else begin
      sum            <= sum_next;
      carry_out      <= carry_out_next;
      sign_out       <= sign_out_next;
      valid_out      <= !ready_out ? valid_out : valid_in;
      exp_out        <= exp_out_next;
      round_mode_out <= round_mode_out_next;
    end
  end
endmodule
module fp_normalize #(
    parameter P = 23
) (
    input wire clk,
    input wire rst_n,
    input wire valid_in,
    input wire ready_out,
    input wire [P+3:0] mant_in,
    input wire [7:0] exp_in,
    input wire carry,
    output reg valid_out,
    output wire ready_in,
    output reg [P+3:0] mant_out,
    output reg [7:0] exp_out,
    input  wire sign_in,
    output reg  sign_out,
    input  wire round_mode_in,
    output reg  round_mode_out
);
  reg busy;
  reg [P+3:0] mant_next;
  reg [7:0] exp_next;
  reg valid_out_next, busy_next;
  reg sign_out_next, round_mode_out_next;
  assign ready_in = !busy && ready_out;
  always @(*) begin
    if (valid_in && ready_in) begin
      sign_out_next = sign_in;
      round_mode_out_next = round_mode_in;
      if (carry) begin
        if (exp_in == 8'hFF) begin
          mant_next = mant_in;
          exp_next  = exp_in;
        end else begin
          mant_next = {1'b1, mant_in[P+3:1]};
          exp_next  = exp_in + 1;
        end
      end else begin
        mant_next = mant_in;
        exp_next  = exp_in;
      end
    end else begin
      if (valid_out || exp_out == 0) begin
        mant_next = mant_out;
        exp_next  = exp_out;
      end else begin
        mant_next = mant_out << 1;
        exp_next  = exp_out - 1;
      end
      sign_out_next = sign_out;
      round_mode_out_next = round_mode_out;
    end
    valid_out_next = (busy || (valid_in && ready_in))
    && (mant_next == 0 || mant_next[P+3] || exp_out == 0 || exp_out == 8'hFF);
    busy_next = (busy || (valid_in && ready_in)) && !valid_out_next;
  end
  always @(posedge clk or negedge rst_n) begin
    if (!rst_n) begin
      mant_out <= {(P + 4) {1'b0}};
      exp_out <= 8'b0;
      valid_out <= 1'b0;
      busy <= 1'b0;
      sign_out <= 1'b0;
      round_mode_out <= 1'b0;
    end else begin
      mant_out <= mant_next;
      exp_out <= exp_next;
      valid_out <= valid_out_next;
      busy <= busy_next;
      sign_out <= sign_out_next;
      round_mode_out <= round_mode_out_next;
    end
  end
endmodule
module fp_round #(
    parameter P = 23
) (
    input wire clk,
    input wire rst_n,
    input wire valid_in,
    input wire ready_out,
    input wire [P+3:0] mant_in,
    input wire round_mode,
    output reg valid_out,
    output wire ready_in,
    output reg [P+3:0] mant_rounded,
    output reg carry_out,
    input wire [7:0] exp_in,
    output reg [7:0] exp_out,
    input wire sign_in,
    output reg sign_out
);
  localparam ROUND_NEAREST_EVEN = 1'b0;
  localparam ROUND_ZERO = 1'b1;
  reg [P+3:0] mant_rounded_next;
  reg carry_out_next;
  reg [7:0] exp_out_next;
  reg sign_out_next;
  wire rr = mant_in[3];
  wire m0 = mant_in[2];
  wire ss = |mant_in[1:0];
  reg round;
  assign ready_in = ready_out;
  always @(*) begin
    if (valid_in && ready_in) begin
      exp_out_next  = exp_in;
      sign_out_next = sign_in;
      case (round_mode)
        ROUND_NEAREST_EVEN: round = rr & (m0 | ss);
        ROUND_ZERO: round = 1'b0;
      endcase
      if (round) begin
        {carry_out_next, mant_rounded_next} = mant_in + 'b1000;
      end else begin
        mant_rounded_next = mant_in;
        carry_out_next = 1'b0;
      end
    end else begin
      mant_rounded_next = mant_rounded;
      carry_out_next = carry_out;
      exp_out_next = exp_out;
      sign_out_next = sign_out;
    end
  end
  always @(posedge clk or negedge rst_n) begin
    if (!rst_n) begin
      mant_rounded <= {(P + 4) {1'b0}};
      carry_out    <= 1'b0;
      valid_out    <= 1'b0;
      exp_out      <= 8'b0;
      sign_out     <= 1'b0;
    end else begin
      mant_rounded <= mant_rounded_next;
      carry_out <= carry_out_next;
      valid_out <= !ready_out ? valid_out : valid_in;
      exp_out <= exp_out_next;
      sign_out <= sign_out_next;
    end
  end
endmodule
module float_alu #(
    parameter P = 23
) (
    input wire clk,
    input wire rst_n,
    input wire [31:0] op_a,
    input wire [31:0] op_b,
    input wire [2:0] op_code,
    input wire mode_fp,
    input wire round_mode,
    input wire start,
    output wire [31:0] result,
    output wire valid_out,
    output wire [4:0] flags
);
  wire sign_a = op_a[31];
  wire sign_b = op_b[31];
  wire [7:0] exp_a = op_a[P+7:P];
  wire [7:0] exp_b = op_b[P+7:P];
  wire [P-1:0] mant_a = op_a[P-1:0];
  wire [P-1:0] mant_b = op_b[P-1:0];
  wire align_valid, align_ready;
  wire [P+3:0] mant_a_aligned, mant_b_aligned;
  wire [7:0] bigger_exp;
  wire round_mode_aligned;
  fp_align align (
      .clk  (clk),
      .rst_n(rst_n),
      .valid_in(start),
      .ready_out(addsub_ready),
      .mant_a(mant_a),
      .exp_a(exp_a),
      .mant_b(mant_b),
      .exp_b(exp_b),
      .sign_a(sign_a),
      .sign_b(sign_b),
      .valid_out(align_valid),
      .ready_in(align_ready),
      .mant_a_aligned(mant_a_aligned),
      .mant_b_aligned(mant_b_aligned),
      .bigger_exp(bigger_exp),
      .sign_a_aligned(sign_a_aligned),
      .sign_b_aligned(sign_b_aligned),
      .round_mode_in (round_mode),
      .round_mode_out(round_mode_aligned)
  );
  wire [P+3:0] sum;
  wire sum_carry, sum_sign;
  wire normalize_valid, normalize_ready;
  wire [7:0] exp_addsub;
  wire round_mode_addsub;
  fp_addsub addsub (
      .clk  (clk),
      .rst_n(rst_n),
      .valid_in(align_valid),
      .ready_out(normalize_ready),
      .mant_a_aligned(mant_a_aligned),
      .mant_b_aligned(mant_b_aligned),
      .sign_a(sign_a_aligned),
      .sign_b(sign_b_aligned),
      .valid_out(normalize_valid),
      .ready_in(addsub_ready),
      .sum(sum),
      .carry_out(sum_carry),
      .sign_out(sum_sign),
      .exp_in(bigger_exp),
      .exp_out(exp_addsub),
      .round_mode_in(round_mode_aligned),
      .round_mode_out(round_mode_addsub)
  );
  wire [P+3:0] mant_normalized;
  wire [7:0] exp_normalized;
  wire sign_normalized;
  wire round_mode_normalized;
  fp_normalize normalize (
      .clk  (clk),
      .rst_n(rst_n),
      .valid_in(normalize_valid),
      .ready_out(round_ready),
      .mant_in(sum),
      .exp_in(exp_addsub),
      .carry(sum_carry),
      .ready_in (normalize_ready),
      .valid_out(round_valid),
      .mant_out (mant_normalized),
      .exp_out  (exp_normalized),
      .sign_in (sum_sign),
      .sign_out(sign_normalized),
      .round_mode_in (round_mode_addsub),
      .round_mode_out(round_mode_normalized)
  );
  wire round_ready;
  wire sign_rounded;
  wire [P+3:0] mant_rounded;
  wire [7:0] exp_rounded;
  wire round_carry;
  wire renormalize_ready;
  fp_round round (
      .clk  (clk),
      .rst_n(rst_n),
      .valid_in(round_valid),
      .ready_out(renormalize_ready),
      .mant_in(mant_normalized),
      .round_mode(round_mode_normalized),
      .ready_in(round_ready),
      .valid_out(renormalize_valid),
      .mant_rounded(mant_rounded),
      .carry_out(round_carry),
      .exp_in  (exp_normalized),
      .exp_out (exp_rounded),
      .sign_in (sign_normalized),
      .sign_out(sign_rounded)
  );
  wire [P+3:0] mant_renormalized;
  wire [7:0] exp_renormalized;
  wire sign_renormalized;
  fp_normalize renormalize (
      .clk  (clk),
      .rst_n(rst_n),
      .valid_in(renormalize_valid),
      .ready_out(1'b1),
      .mant_in(mant_rounded),
      .exp_in(exp_rounded),
      .carry(round_carry),
      .ready_in (renormalize_ready),
      .valid_out(valid_out),
      .mant_out (mant_renormalized),
      .exp_out  (exp_renormalized),
      .sign_in (sign_rounded),
      .sign_out(sign_renormalized)
  );
  assign result = {sign_renormalized, exp_renormalized, mant_renormalized[P+2:3]};
endmodule
==> /design/flow/run.sh <==
#!/bin/bash
# OpenROAD 26Q1-2900-gdf79404cd8, Yosys 0.63+post, stock flow scripts
make -C /OpenROAD-flow-scripts/flow DESIGN_CONFIG=/design/flow/config.mk WORK_HOME=/design/flow/orfs finish
==> /design/flow/config.mk <==
export PLATFORM = sky130hd
export DESIGN_NAME = float_alu
export DESIGN_NICKNAME = float_alu
export VERILOG_FILES = /design/flow/design.v
export SDC_FILE = /design/flow/constraint.sdc
export NUM_CORES = 4
export LEC_CHECK = 1
export CORE_UTILIZATION = 30
==> /design/flow/constraint.sdc <==
current_design float_alu

set clk_period 12.1
set clk_io_pct 0.2

create_clock -name clk0 -period $clk_period [get_ports {clk}]

set non_clock_inputs [all_inputs -no_clocks]
set_input_delay [expr $clk_period * $clk_io_pct] -clock clk0 $non_clock_inputs
set_output_delay [expr $clk_period * $clk_io_pct] -clock clk0 [all_outputs]
==> impl_results.html <==
<h3>Run summary</h3>
<table>
<tr><th>Metric</th><th>Value</th></tr>
<tr><th colspan="2">Status</th></tr>
<tr><td>Outcome</td><td>finished clean</td></tr>
<tr><th colspan="2">Clock tree</th></tr>
<tr><td>CTS sink count</td><td>roughly 220</td></tr>
<tr><td>CTS root buf</td><td>sky130_fd_sc_hd__clkbuf_16</td></tr>
<tr><td>Cts bufs inserted</td><td>26</td></tr>
<tr><td>Clock insertion delay at the later pin of the skew report</td><td>approximately 0.54 ns</td></tr>
<tr><td>Total of hold buffers inserted after clock tree synthesis</td><td>0</td></tr>
<tr><td>Number of setup buffers added after CTS</td><td>0</td></tr>
<tr><td>Maximum buffer depth of the clock tree</td><td>3</td></tr>
<tr><td>Clock slew at the register clock pins of the worst setup and hold paths</td><td>approximately 0.060 ns</td></tr>
<tr><td># H-tree levels</td><td>1</td></tr>
<tr><td>Post-cts repair resize count</td><td>0</td></tr>
<tr><td>CTS tree</td><td>yes</td></tr>
<tr><th colspan="2">GRT</th></tr>
<tr><td>Met1 usage</td><td>0.257</td></tr>
<tr><td>Global-route wire length before repair</td><td>72,400 microns</td></tr>
<tr><td>Overall overflow remaining after global route</td><td>0</td></tr>
<tr><td>All-layer global routing usage</td><td>0.161</td></tr>
<tr><td>Number of antenna violations at the first check in global routing</td><td>1</td></tr>
<tr><td>Vias in the first global route</td><td>between 10,000 and 15,000</td></tr>
<tr><td>Met2 GRT Util</td><td>0.235</td></tr>
<tr><td>Largest net degree at the start of global routing</td><td>81</td></tr>
<tr><td>Peak-usage layer in the global routing report</td><td>met1</td></tr>
<tr><td>Met3 usage</td><td>0.0233</td></tr>
<tr><th colspan="2">STA</th></tr>
<tr><td>Final count of negative-setup-slack endpoints</td><td>0</td></tr>
<tr><td>Final period util</td><td>0.593</td></tr>
<tr><td>Post-route worst setup slack</td><td>4.93 ns</td></tr>
<tr><td>Period minus WS final</td><td>7.17 ns</td></tr>
<tr><td>Slew Viols, Final</td><td>0</td></tr>
<tr><td>Max-slew headroom</td><td>0.465</td></tr>
<tr><td>Post-route setup TNS</td><td>0 ns</td></tr>
<tr><td>Slew of the pin with the lowest slew margin</td><td>just under 0.8 ns</td></tr>
<tr><td>Fmax</td><td>roughly 0.14 GHz</td></tr>
<tr><td>RSZ-0062 raised after global routing</td><td>no</td></tr>
<tr><td>Worst clock skew</td><td>around 0.012 ns</td></tr>
<tr><td>Number of failing hold endpoints at the final stage</td><td>0</td></tr>
<tr><th colspan="2">Pwr</th></tr>
<tr><td>Worst VDD drop</td><td>between 0.1 and 0.15 mV</td></tr>
<tr><td>Power density over the cells</td><td>about 300 nW/um^2</td></tr>
<tr><td>Static Leakage</td><td>8.14 nW</td></tr>
<tr><th colspan="2">Critical path</th></tr>
<tr><td>Worst Path Arrival</td><td>approximately 7.6 ns</td></tr>
<tr><td>Worst Setup End Kind</td><td>register</td></tr>
<tr><td>Reg2Reg Depth</td><td>18</td></tr>
<tr><td>CP required</td><td>12.48 ns</td></tr>
<tr><td>Setup slack on the worst flop-to-flop path</td><td>roughly 6.4 ns</td></tr>
<tr><td>Reg-to-reg critical path startpoint</td><td>align.mant_b_aligned[10]$_DFFE_PN0P_</td></tr>
<tr><td>Crit Path Max Fanout</td><td>33</td></tr>
<tr><td>End of the worst register-to-register path</td><td>addsub.sum[24]$_DFFE_PN0P_</td></tr>
<tr><td>Type of the worst setup path</td><td>in -&gt; reg</td></tr>
<tr><td>CP startpoint kind</td><td>input port</td></tr>
<tr><th colspan="2">Route</th></tr>
<tr><td>Total detailed-routing wirelength</td><td>approximately 45,000 microns</td></tr>
<tr><td>Number of DRC violations after detailed-routing iteration 0</td><td>between 1,000 and 1,500</td></tr>
<tr><td>Ratio of routed vias to standard cells</td><td>roughly 5.2</td></tr>
<tr><td>Count of antenna diodes in the layout</td><td>0</td></tr>
<tr><td>Remaining routing DRC violations</td><td>0</td></tr>
<tr><td>WL per Instance</td><td>between 15 and 20 microns</td></tr>
<tr><td>Total number of vias</td><td>approximately 14,000</td></tr>
<tr><td>DRT antenna net count</td><td>0</td></tr>
<tr><td>1st-pass router iterations</td><td>5</td></tr>
<tr><th colspan="2">Yosys</th></tr>
<tr><td>Sequential area share after synthesis</td><td>0.328</td></tr>
<tr><td>Post-synth top area share</td><td>0.328</td></tr>
<tr><td>Top area cell types</td><td>sky130_fd_sc_hd__dfrtp_1 (33%), sky130_fd_sc_hd__mux2i_1 (5.7%), sky130_fd_sc_hd__ha_1 (5.4%)</td></tr>
<tr><td>Library cell with the largest summed area after synthesis</td><td>sky130_fd_sc_hd__dfrtp_1</td></tr>
<tr><td>Number of cells produced by synthesis</td><td>roughly 2,000</td></tr>
<tr><td>Netlist Area Pre-Place</td><td>between 15,000 and 20,000 sq um</td></tr>
<tr><td>Cells in synth_stat.txt</td><td>just under 2,000</td></tr>
<tr><td>Count of state elements after synthesis</td><td>between 200 and 250</td></tr>
<tr><td>Yosys chip area</td><td>between 15,000 and 20,000 sq um</td></tr>
<tr><td>Flip-flop cell with the highest count after synthesis</td><td>sky130_fd_sc_hd__dfrtp_1</td></tr>
<tr><td>Proportion of register bits with asynchronous set or reset after synthesis</td><td>1.00</td></tr>
<tr><td>Unique masters post-synth</td><td>between 80 and 90</td></tr>
<tr><td>Number of synthesized flops with an enable pin</td><td>0</td></tr>
<tr><td>Syn Area/Cell</td><td>around 8.4 sq um</td></tr>
<tr><td>Warning count from the yosys run</td><td>14</td></tr>
<tr><th colspan="2">Worst hold path</th></tr>
<tr><td>Capture endpoint of the worst hold path</td><td>addsub.round_mode_out$_DFFE_PN0P_</td></tr>
<tr><td>Class of the worst hold path</td><td>reg -&gt; reg</td></tr>
<tr><td>Hold path start</td><td>align.round_mode_out$_DFFE_PN0P_</td></tr>
<tr><td>Number of instances on the worst hold path</td><td>2</td></tr>
<tr><th colspan="2">Final layout</th></tr>
<tr><td>Fraction of final layout cells with drive strength greater than 1</td><td>0.100</td></tr>
<tr><td>Commonest cells after routing, fill and taps aside</td><td>sky130_fd_sc_hd__nand2_1 (221), sky130_fd_sc_hd__dfrtp_1 (220), sky130_fd_sc_hd__nor2_1 (201)</td></tr>
<tr><td>Syn-to-layout area delta</td><td>14.7%</td></tr>
<tr><td>Flop area</td><td>5510 sq um</td></tr>
<tr><td>Filler cell count in the final layout</td><td>around 5,600</td></tr>
<tr><td>Highest-count logic cell in the final layout</td><td>sky130_fd_sc_hd__nand2_1</td></tr>
<tr><td>Combinational Area</td><td>between 10,000 and 15,000 sq um</td></tr>
<tr><th colspan="2">Place</th></tr>
<tr><td>Place WS</td><td>4.39 ns</td></tr>
<tr><td>Number of port buffers</td><td>roughly 100</td></tr>
<tr><td>Placer's final routability congestion estimate</td><td>about 0.9</td></tr>
<tr><td>Placed wire-length estimate after detailed placement</td><td>between 30,000 and 40,000 microns</td></tr>
<tr><th colspan="2">Floorplan</th></tr>
<tr><td>Chip area</td><td>56,800 sq um</td></tr>
<tr><td>Num rows</td><td>~86</td></tr>
<tr><td>Overall die height</td><td>238 microns</td></tr>
<tr><td>Overall die width</td><td>around 240 microns</td></tr>
<tr><td>Core area</td><td>between 50,000 and 60,000 sq um</td></tr>
<tr><td>I/O pins</td><td>roughly 110</td></tr>
<tr><td>Starting Density</td><td>0.304</td></tr>
<tr><th colspan="2">Job</th></tr>
<tr><td>Tool warnings</td><td>about 60</td></tr>
<tr><td>Max-capacitance violation count</td><td>0</td></tr>
</table>
-- stage by stage --
| step | hold slack (ns) | area [sq um] | instances | power [mW] | utilization |
|---|---|---|---|---|---|
| after floorplan | 0.439 | 16800 | 1990 | 4.04 | - |
| after global placement | 0.460 | 18300 | 2720 | 4.94 | 0.332 |
| after detailed placement | 0.458 | 18300 | 2720 | 4.97 | 0.332 |
| after CTS | 0.473 | 19200 | 2768 | 5.80 | 0.348 |
| after global routing | 0.522 | 19200 | 2768 | 6.31 | 0.348 |
| final | 0.468 | 19200 | 2768 | 5.79 | 0.348 |
-- metal layers --
layer / routed length (microns) / share of wire / vias to the layer above
met5: 0 / 0 / -
met4: 1150 / 0.026 / 0
met3: 2520 / 0.056 / 61
met2: 18800 / 0.42 / 404
met1: 22200 / 0.50 / 6597
li1: - / - / 7208
-- worst max-delay path by stage --
stage | from | cells past startpoint | to | slack (ns)
final | op_b[23] | 19 | align.mant_b_aligned[11]$_DFFE_PN0P_ | 4.93
after global routing | op_b[23] | 19 | align.mant_b_aligned[11]$_DFFE_PN0P_ | 4.51
after CTS | op_b[23] | 19 | align.mant_b_aligned[11]$_DFFE_PN0P_ | 4.96
-- synthesized netlist by cell type (all sizes together) (19+ instances only) --
library cell    n
nor2          204
a221oi         19
mux2           72
clkbuf         96
xnor2          48
nor3           51
a31oi          20
nand3          74
ha             73
mux2i          96
mux4           25
o21ai         137
inv            83
xor2           27
nand4          36
dfrtp         220
buf            51
nand2         224
o31ai          19
nor4           31
a21oi         159
-- where the power goes --
part	switching, mW	total, mW	internal [mW]
clock	0.307	0.801	0.494
combinational	2.09	3.52	1.43
sequential	0.362	1.46	1.10
total	2.76	5.79	3.03
-- worst max-delay path: stages --
cell and delay, ns:
sky130_fd_sc_hd__clkdlybuf4s50_1 0.53, sky130_fd_sc_hd__ha_1 0.18, sky130_fd_sc_hd__inv_1 0.05, sky130_fd_sc_hd__fa_1 0.40, sky130_fd_sc_hd__a21o_1 0.20, sky130_fd_sc_hd__a21oi_1 0.21, sky130_fd_sc_hd__o21bai_1 0.09, sky130_fd_sc_hd__a21oi_1 0.35
sky130_fd_sc_hd__a21o_2 0.19, sky130_fd_sc_hd__buf_4 0.35, sky130_fd_sc_hd__buf_4 0.48, sky130_fd_sc_hd__mux2i_4 0.29, sky130_fd_sc_hd__buf_4 0.36, sky130_fd_sc_hd__mux2i_1 0.24, sky130_fd_sc_hd__inv_1 0.07, sky130_fd_sc_hd__and2_1 0.18
sky130_fd_sc_hd__mux4_2 0.48, sky130_fd_sc_hd__a221oi_1 0.37, sky130_fd_sc_hd__a21oi_1 0.08
-- area by class of cell --
cell class	count	share of cell area
Clock buffer	40	0.0412
Clock inverter	8	0.00585
Inverter	83	0.0162
Multi-Input combinational cell	1540	0.538
Sequential cell	220	0.286
Tap cell	748	0.0487
Timing Repair Buffer	129	0.0636
-- sequential cells by signal, summed over array words and instances (netlist names), 8 cells and up --
signal / flops
addsub.exp_out: 8
addsub.sum: 27
align.bigger_exp: 8
align.mant_a_aligned: 27
align.mant_b_aligned: 27
normalize.exp_out: 8
normalize.mant_out: 27
renormalize.exp_out: 8
renormalize.mant_out: 27
round.exp_out: 8
round.mant_rounded: 27
-- cell families (layout without fill, tap and decap cells) --
logic type | after synthesis | in the layout | synth area share
AND-OR/OR-AND | 489 | 489 | 0.183
XOR/XNOR | 76 | 76 | 0.0405
adder cells (fa/ha/maj) | 75 | 75 | 0.0569
buffers and inverters | 230 | 260 | 0.0596
flip-flops | 220 | 220 | 0.328
multiplexers | 193 | 193 | 0.139
other | 1 | 5 | 0.000224
AND/OR/NAND/NOR | 702 | 702 | 0.192
Power is estimated from default activity; no workload was simulated.
