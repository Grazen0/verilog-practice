--- flow/config.mk ---
export PLATFORM = sky130hd
export DESIGN_NAME = music
export DESIGN_NICKNAME = music
export VERILOG_FILES = /design/flow/design.v
export SDC_FILE = /design/flow/constraint.sdc
export NUM_CORES = 4
export LEC_CHECK = 1
export CORE_UTILIZATION = 40
--- flow/constraint.sdc ---
current_design music

set clk_period 6.9
set clk_io_pct 0.2

create_clock -name clk0 -period $clk_period [get_ports {clk}]

set non_clock_inputs [all_inputs -no_clocks]
set_input_delay [expr $clk_period * $clk_io_pct] -clock clk0 $non_clock_inputs
set_output_delay [expr $clk_period * $clk_io_pct] -clock clk0 [all_outputs]
--- flow/design.v ---
module music (
    input  wire clk,
    input  wire rst_n,
    output reg  speaker
);
  localparam CLK_FREQ = 100_000_000;
  localparam TEMPO = 120;
  localparam BEAT_PERIOD = (60 * CLK_FREQ) / (TEMPO * 4);
  localparam DO = ((CLK_FREQ) / (2 * (261)));
  localparam DO_SH = ((CLK_FREQ) / (2 * (277)));
  localparam RE = ((CLK_FREQ) / (2 * (293)));
  localparam RE_SH = ((CLK_FREQ) / (2 * (311)));
  localparam MI = ((CLK_FREQ) / (2 * (329)));
  localparam FA = ((CLK_FREQ) / (2 * (349)));
  localparam FA_SH = ((CLK_FREQ) / (2 * (369)));
  localparam SOL = ((CLK_FREQ) / (2 * (392)));
  localparam SOL_SH = ((CLK_FREQ) / (2 * (415)));
  localparam LA = ((CLK_FREQ) / (2 * (440)));
  localparam LA_SH = ((CLK_FREQ) / (2 * (466)));
  localparam SI = ((CLK_FREQ) / (2 * (493)));
  localparam DO_H = ((CLK_FREQ) / (2 * (523)));
  localparam DO_H_SH = ((CLK_FREQ) / (2 * (554)));
  localparam RE_H = ((CLK_FREQ) / (2 * (587)));
  reg [ 3:0] step;
  reg [31:0] beat_timer;
  reg [31:0] speaker_timer;
  reg [15:0] speaker_half_period, next_half_period;
  always @(*) begin
    case (step)
      default: next_half_period = RE;
      1: next_half_period = RE;
      2: next_half_period = RE_H;
      3: next_half_period = 0;
      4: next_half_period = LA;
      5: next_half_period = 0;
      6: next_half_period = 0;
      7: next_half_period = SOL_SH;
      8: next_half_period = 0;
      9: next_half_period = SOL;
      10: next_half_period = 0;
      11: next_half_period = FA;
      12: next_half_period = 0;
      13: next_half_period = RE;
      14: next_half_period = FA;
      15: next_half_period = SOL;
    endcase
  end
  always @(posedge clk or negedge rst_n) begin
    if (!rst_n) begin
      step <= 0;
      beat_timer <= 0;
      speaker <= 0;
      speaker_timer <= 0;
      speaker_half_period <= RE;
    end else begin
      beat_timer <= beat_timer + 1;
      speaker_timer <= speaker_timer + 1;
      if (beat_timer == BEAT_PERIOD - 1) begin
        step <= step + 1;
        beat_timer <= 0;
        speaker_timer <= 0;
        if (next_half_period != 0) begin
          speaker_half_period <= next_half_period;
          speaker <= 0;
        end
      end else if (speaker_timer == speaker_half_period - 1) begin
        speaker <= ~speaker;
        speaker_timer <= 0;
      end
    end
  end
endmodule
--- flow/run.sh ---
#!/bin/bash
# OpenROAD 26Q1-2900-gdf79404cd8, Yosys 0.63+post, stock flow scripts
make -C /OpenROAD-flow-scripts/flow DESIGN_CONFIG=/design/flow/config.mk WORK_HOME=/design/flow/orfs finish
==> reports/results.ini <==
[outcome]
status=completed

[clocking]
cts_hold_buf=0
post_cts_resized=0
cts_buffer_depth=2
cts_tree=yes
htreeDepth=3
cts.reportedPaths.clkPinSlew_ns=0.06
cts_made_buffers=9
clk_latency_ns=0.34
cts_setup_buffers=0
cts_root_buffer=clkbuf_16
cts_sinks=83

[critical_path]
crit_fanout=32
cp_slowest_stage_delay_ns=0.52
cp-end-kind=register
critPathRequiredTime_ns=7.11
cp-start-kind=register
worst_path_max_delay_cell=or4_1
crit_path_cell_trace=inv_1 > ha_1 > nor4b_4 > nand2_1 > or4_1 > a211o_1 > o41ai_4 > buf_4 > nor2_1
critPathArrivalTime_ns=3.17
critPathKind=reg -> reg

[final_layout]
layout-drive-gt1-share_pct=9.04
finalNonFillerCells=663
lay_top_count=nor2_1
mostFrequentLayoutCells=nor2_1 (79), dfrtp_1 (78), xnor2_1 (54)
fillers=1048
syn_to_final_growth_pct=9.74

[drt]
diodes=0
via_per_inst=5.33
routed_wl_um=9180
wl_per_cell_um=13.8
num_vias=3535
dr.pass1.iters=4
initialDrtViolationCount=158
ant_nets=0
drc=0

[synth]
area_leaders=dfrtp_1 (41%), xnor2_1 (9.8%), nor2_1 (6.2%)
syn_area_per_cell_sq_um=9.37
yosysWarnings=1
syn_inst=514
yosysTopAreaCell=dfrtp_1
synth_top_area_share_pct=40.5
ys.flop_type=dfrtp_1
syn_area_sq_um=4820
synth_cell_type_count=56
synthArstFlopShare_pct=100
edf_count=0
ys_cells=514
ys.flops=83
yosysChipArea_sq_um=4820
yosysSeqAreaShare_pct=43.2

[final_timing]
max_slew_margin_pct=52.3
setup-tns-final_ns=0
finalSetupViolCount=0
finalClockSkew_ns=0.00412
hold_violations=0
rsz0062_at_grt=no
finalCritPeriodShare_pct=42.9
fin_crit_ns=2.96
fmax_ghz=0.338
worst_slew_pin_slew_ns=0.715
maxSlewViolCount=0

[grt]
overflow=0
grt_pass1_vias=3336
antenna_found_initial=0
grt_max_degree=56
grt_usage_pct=16.7
grt_pass1_wl_um=16700

[die]
initial_core_util_pct=41.7
core_sq_um=11600
dieArea_sq_um=12500
die_w_um=112
ioPinCount=3
rows=39
die_y_um=112

[placed_design]
placed_cells=647
hpwl_um=6550
place_congestion=0.818
io_buffers=2

[flow_run]
cap_violations=0
log.warning_count=31

[power]
total_power_uw=954
p_leak_nw=2.26
p_per_area_nw_per_um2=180
peakVddDrop_uv=133

[hold_path]
hold_path.class=reg -> reg

synth_stat cells, types with 2 or more instances:
| library cell | instances |
|---|---|
| a21boi_0 | 2 |
| inv_1 | 18 |
| o21ai_0 | 16 |
| nand2_1 | 50 |
| xor2_1 | 26 |
| dfstp_2 | 5 |
| and3_1 | 11 |
| or4b_1 | 2 |
| a21oi_1 | 5 |
| xnor2_1 | 54 |
| o21a_1 | 2 |
| mux2_2 | 3 |
| o31ai_1 | 4 |
| a211o_1 | 2 |
| nor4b_1 | 3 |
| nor4bb_1 | 2 |
| nand4_1 | 16 |
| buf_2 | 3 |
| nor3_1 | 10 |
| mux2i_1 | 4 |
| dfrtp_1 | 78 |
| or3_1 | 5 |
| nor3b_1 | 2 |
| or4_1 | 4 |
| a2111oi_4 | 2 |
| nand3_1 | 31 |
| nor2_1 | 79 |
| and4_1 | 5 |
| or2_2 | 3 |
| a31o_2 | 2 |
| nand2b_1 | 2 |
| and2_1 | 4 |
| clkbuf_1 | 13 |
| nor4_1 | 14 |
| ha_1 | 11 |
path summary, 6_finish.rpt:
path                                                    startpoint                                 end  slack (ns)  depth (start not counted)
worst max-delay path            speaker_half_period[0]$_DFFE_PN0P_         speaker_timer[22]$_DFF_PN0_        3.94                          9
worst min-delay path            speaker_half_period[7]$_DFFE_PN1P_  speaker_half_period[7]$_DFFE_PN1P_        0.48                          2
worst max register to register  speaker_half_period[0]$_DFFE_PN0P_         speaker_timer[22]$_DFF_PN0_        3.94                          9
worst min register to register  speaker_half_period[7]$_DFFE_PN1P_  speaker_half_period[7]$_DFFE_PN1P_        0.48                          2
max in group asynchronous                                    rst_n            beat_timer[16]$_DFF_PN0_        4.94                          2
min in group asynchronous                                    rst_n          speaker_timer[7]$_DFF_PN0_        0.95                          1
power by group:
group / switching, mW / internal, mW / leakage (nW)
clock network: 0.194 / 0.264 / 0.138
registers: 0 / 0.487 / 1.12
logic: 0.00898 / 0.000734 / 1.00
worst max-delay path: cells and delay by family, from the launching register on:
family / cells / cell delay [ns]
compound gates: 2 / 0.54
buf+inv: 2 / 0.47
flops: 1 / 0.46
fa+ha+maj: 1 / 0.19
simple gates: 4 / 1.17
through the flow:
stage | setup slack (ns) | hold slack (ns) | util [%] | instance area, sq um
after detailed placement | 3.95 | 0.471 | 43.2 | 5000
after global placement | 3.98 | 0.469 | 43.2 | 5000
after floorplan | 4.19 | 0.423 | - | 4820
after global routing | 3.73 | 0.509 | 45.7 | 5290
final | 3.94 | 0.479 | 45.7 | 5290
after CTS | 3.93 | 0.480 | 45.7 | 5290
sequential cells by signal (all words and copies together) (netlist names):
| register | cells |
|---|---|
| speaker_half_period | 14 |
| step | 4 |
| speaker_timer | 32 |
| beat_timer | 32 |
| speaker | 1 |
logic make-up (layout without fill, tap and decap cells):
group                      Yosys count  after routing  share of synthesized area [%]
xor gates and xnor gates            80             80                           14.5
and+or+nand+nor                    248            248                           25.9
AOI/OAI and AO/OA                   48             48                           8.39
muxes                                8              8                           2.00
adders and majority gates           11             11                           2.86
DFF                                 83             83                           43.2
buffers and inverters               36             42                           3.04
routing by layer:
metal / part of all wire [%] / global-route usage [%] / vias up
met2: 43 / 23.2 / 45
met3: 4.1 / 3.88 / 8
met4: 1.0 / 1.35 / 0
met1: 52 / 28.4 / 1695
met5: 0 / 0 / -
li1: - / - / 1787
area by class of cell:
class                      count  area, sq um  share of cell area (%)
inverter                      18         67.6                    1.28
multi-input combinational    395         2600                    49.3
timing repair buffer           8         62.6                    1.18
tap                          143          179                    3.38
sequential                    83         2080                    39.4
clock buffer                  11          253                    4.78
clock inverter                 5         37.5                   0.710
No activity file was given, so power comes from the tool's default toggle rates.
